==> ./design.v <==
`timescale 1ns / 1ps
module debouncer(input clk, rst, in, output out);
reg q1,q2,q3;
always@(posedge clk, posedge rst) begin
 if(rst == 1'b1) begin
 q1 <= 0;
 q2 <= 0;
 q3 <= 0;
 end
 else begin
 q1 <= in;
 q2 <= q1;
 q3 <= q2;
 end
end
assign out = (rst) ? 0 : q1&q2&q3;
endmodule
module pixels( 
    input clk,  
    input reset,    
    input up,
    input down,
    input up2,
    input down2,
    input videoOn,
    input [9:0] xCoordinate,
    input [9:0] yCoordinate,
    output reg [11:0] rgbColor
    );
parameter maximumXValue = 639;
parameter maximumYValue = 479;
wire isRefreshTick;
assign isRefreshTick = ((yCoordinate == 481) && (xCoordinate == 0)) ? 1 : 0;  
parameter paddle1LeftBoundary = 600;
parameter paddle1RightBoundary = 605;     
wire [9:0] paddle1TopBoundary, paddle1BottomBoundary;
reg [9:0] paddle1BoundaryRegister, paddle1NextBoundary;
parameter paddle2LeftBoundary = 32;
parameter paddle2RightBoundary = 37;     
wire [9:0] paddle2TopBoundary, paddle2BottomBoundary;
reg [9:0] paddle2BoundaryRegister, paddle2NextBoundary;
parameter paddleMovementVelocity = 3;    
parameter paddleHeightValue = 72;   
parameter ballSizeValue = 9;
wire [9:0] ballLeftBoundary, ballRightBoundary;
wire [9:0] ballTopBoundary, ballBottomBoundary;
reg [9:0] ballYPositionRegister, ballXPositionRegister;
wire [9:0] ballYNextPosition, ballXNextPosition;
reg [9:0] ballXDeltaRegister, ballXDeltaNext;
reg [9:0] ballYDeltaRegister, ballYDeltaNext;
parameter ballPositiveVelocity = 1;
parameter ballNegativeVelocity = -1;
wire [2:0] romAddress, romColumn;    
reg [7:0] romDataValue;              
wire romBitValue;                    
always @(posedge clk or posedge reset)
    if(reset) begin
        paddle1BoundaryRegister <= 0;
        paddle2BoundaryRegister <= 0;
        ballXPositionRegister <= 0;
        ballYPositionRegister <= 0;
        ballXDeltaRegister <= 10'h002;
        ballYDeltaRegister <= 10'h002;
    end
    else begin
        paddle1BoundaryRegister <= paddle1NextBoundary;
        paddle2BoundaryRegister <= paddle2NextBoundary;
        ballXPositionRegister <= ballXNextPosition;
        ballYPositionRegister <= ballYNextPosition;
        ballXDeltaRegister <= ballXDeltaNext;
        ballYDeltaRegister <= ballYDeltaNext;
    end
always @*
    case(romAddress)
        3'b000 :    romDataValue = 8'b00010000;
        3'b001 :    romDataValue = 8'b00111100; 
        3'b010 :    romDataValue = 8'b01111110; 
        3'b011 :    romDataValue = 8'b11111111;  
        3'b100 :    romDataValue = 8'b11111111;  
        3'b101 :    romDataValue = 8'b01111110; 
        3'b110 :    romDataValue = 8'b00111100;  
        3'b111 :    romDataValue = 8'b00010000;  
    endcase
wire paddle1IsOn, squareBallIsOn, ballIsOn, paddle2IsOn;
wire [11:0] paddle1RgbColor, ballRgbColor, backgroundRgbColor, isPongTextColor;
assign paddle1RgbColor = 12'h000;       
assign ballRgbColor = 12'hF00;          
assign backgroundRgbColor = 12'hFFF;    
assign paddle1TopBoundary = paddle1BoundaryRegister;                              
assign paddle1BottomBoundary = paddle1TopBoundary + paddleHeightValue - 1;       
assign paddle1IsOn = (paddle1LeftBoundary <= xCoordinate) && (xCoordinate <= paddle1RightBoundary) &&      
                      (paddle1TopBoundary <= yCoordinate) && (yCoordinate <= paddle1BottomBoundary);
assign paddle2TopBoundary = paddle2BoundaryRegister;                              
assign paddle2BottomBoundary = paddle2TopBoundary + paddleHeightValue - 1;       
assign paddle2IsOn = (paddle2LeftBoundary <= xCoordinate) && (xCoordinate <= paddle2RightBoundary) &&      
                      (paddle2TopBoundary <= yCoordinate) && (yCoordinate <= paddle2BottomBoundary);
always @* begin
    paddle1NextBoundary = paddle1BoundaryRegister;      
    if(isRefreshTick)
        if(up & (paddle1TopBoundary > paddleMovementVelocity))
            paddle1NextBoundary = paddle1BoundaryRegister - paddleMovementVelocity;   
        else if(down & (paddle1BottomBoundary < (maximumYValue - paddleMovementVelocity)))
            paddle1NextBoundary = paddle1BoundaryRegister + paddleMovementVelocity;   
end
always @* begin
    paddle2NextBoundary = paddle2BoundaryRegister;      
    if(isRefreshTick)
        if(up2 & (paddle2TopBoundary > paddleMovementVelocity))
            paddle2NextBoundary = paddle2BoundaryRegister - paddleMovementVelocity;   
        else if(down2 & (paddle2BottomBoundary < (maximumYValue - paddleMovementVelocity)))
            paddle2NextBoundary = paddle2BoundaryRegister + paddleMovementVelocity;   
end
assign ballLeftBoundary = ballXPositionRegister;
assign ballTopBoundary = ballYPositionRegister;
assign ballRightBoundary = ballLeftBoundary + ballSizeValue - 1;
assign ballBottomBoundary = ballTopBoundary + ballSizeValue - 1;
assign squareBallIsOn = (ballLeftBoundary <= xCoordinate) && (xCoordinate <= ballRightBoundary) &&
                        (ballTopBoundary <= yCoordinate) && (yCoordinate <= ballBottomBoundary);
assign romAddress = yCoordinate[2:0] - ballTopBoundary[2:0];    
assign romColumn = xCoordinate[2:0] - ballLeftBoundary[2:0];     
assign romBitValue = romDataValue[romColumn];          
assign ballIsOn = squareBallIsOn & romBitValue;       
assign ballXNextPosition = (isRefreshTick) ? ballXPositionRegister + ballXDeltaRegister : ballXPositionRegister;
assign ballYNextPosition = (isRefreshTick) ? ballYPositionRegister + ballYDeltaRegister
: ballYPositionRegister;
always @* begin
    ballXDeltaNext = ballXDeltaRegister;
    ballYDeltaNext = ballYDeltaRegister;
    if(ballTopBoundary < 1)                                             
        ballYDeltaNext = ballPositiveVelocity;                        
    else if(ballBottomBoundary > maximumYValue)                       
        ballYDeltaNext = ballNegativeVelocity;                        
    else if((paddle1LeftBoundary <= ballRightBoundary) && (ballRightBoundary <= paddle1RightBoundary) &&
            (paddle1TopBoundary <= ballBottomBoundary) && (ballTopBoundary <= paddle1BottomBoundary))      
        ballXDeltaNext = ballNegativeVelocity;                        
    else if((paddle2LeftBoundary <= ballRightBoundary) && (ballRightBoundary <= paddle2RightBoundary) &&
            (paddle2TopBoundary <= ballBottomBoundary) && (ballTopBoundary <= paddle2BottomBoundary))      
        ballXDeltaNext = ballPositiveVelocity;                        
end
parameter pongTextXStart = 220;  
parameter pongTextXEnd = 418;  
parameter pongTextYStart = 200;
parameter pongTextYEnd = 298;  
reg [4:0] pongTextBitmap [0:19]; 
initial begin
    pongTextBitmap[0]  = 5'b11110; 
    pongTextBitmap[1]  = 5'b10010; 
    pongTextBitmap[2]  = 5'b11110; 
    pongTextBitmap[3]  = 5'b10000; 
    pongTextBitmap[4]  = 5'b10000; 
    pongTextBitmap[5]  = 5'b01110; 
    pongTextBitmap[6]  = 5'b10001; 
    pongTextBitmap[7]  = 5'b10001; 
    pongTextBitmap[8]  = 5'b10001; 
    pongTextBitmap[9]  = 5'b01110; 
end
wire isPongTextOn;
wire [3:0] currentLetterRowIndex = (yCoordinate - pongTextYStart) / 20;  
wire [3:0] currentLetterColumnIndex = (xCoordinate - pongTextXStart) / 20;  
wire [4:0] currentLetterRowData = pongTextBitmap[currentLetterRowIndex + (currentLetterColumnIndex / 5) * 5];
assign isPongTextOn = (pongTextXStart <= xCoordinate) && (xCoordinate <= pongTextXEnd) &&
                      (pongTextYStart <= yCoordinate) && (yCoordinate <= pongTextYEnd) &&
                      currentLetterRowData[4 - (currentLetterColumnIndex % 5)];
always @*
    if (~videoOn)
        rgbColor = 12'h000;       
    else if (isPongTextOn)
        rgbColor = 12'h000;       
    else if (paddle1IsOn)
        rgbColor = paddle1RgbColor;        
    else if (ballIsOn)
        rgbColor = ballRgbColor;       
    else if (paddle2IsOn)
        rgbColor = paddle1RgbColor;        
    else
        rgbColor = backgroundRgbColor;         
endmodule
`timescale 1ns / 1ps
module topmodule(
    input clk100MHz,         
    input reset,             
    input up,                
    input down,
    input up2,
    input down2,              
    output hsync,            
    output vsync,            
    output [11:0] rgb      
    );
    wire wReset, wUp, wDown, wVidOn, wPTick,wUp2,wDown2;
    wire [9:0] wX, wY;
    reg [11:0] rgbReg;
    wire [11:0] rgbNext;
    vga_sync vga(.clk100MHz(clk100MHz), .reset(wReset), .videoOn(wVidOn),
                      .hsync(hsync), .vsync(vsync), .pTick(wPTick), .x(wX), .y(wY));
    pixels pg(.clk(clk100MHz), .reset(wReset), .up(wUp), .down(wDown), 
                 .videoOn(wVidOn), .xCoordinate(wX), .yCoordinate(wY), . rgbColor(rgbNext),
                 .up2(wUp2), .down2(wDown2));
    debouncer dbR(.clk(clk100MHz), .in(reset), .out(wReset));
    debouncer dbU(.clk(clk100MHz), .in(up), .out(wUp));
    debouncer dbD(.clk(clk100MHz), .in(down), .out(wDown));
    debouncer dbU2(.clk(clk100MHz), .in(up2), .out(wUp2));
    debouncer dbD2(.clk(clk100MHz), .in(down2), .out(wDown2));
    always @(posedge clk100MHz)
        if(wPTick)
            rgbReg <= rgbNext;
    assign rgb = rgbReg;
endmodule
`timescale 1ns / 1ps
module vga_sync(
    input clk100MHz,   
    input reset,        
    output videoOn,    
    output hsync,       
    output vsync,       
    output pTick,     
    output [9:0] x,     
    output [9:0] y      
    );
    parameter HD = 640;             
    parameter HF = 48;              
    parameter HB = 16;             
    parameter HR = 96;             
    parameter HMAX = HD + HF + HB + HR - 1; 
    parameter VD = 480;             
    parameter VF = 10;              
    parameter VB = 33;             
    parameter VR = 2;               
    parameter VMAX = VD + VF + VB + VR - 1;   
    reg [1:0] r25MHz;
    wire w25MHz;
    always @(posedge clk100MHz or posedge reset)
        if (reset)
            r25MHz <= 0;
        else
            r25MHz <= r25MHz + 1;
    assign w25MHz = (r25MHz == 0) ? 1 : 0;  
    reg [9:0] hCountReg, hCountNext;
    reg [9:0] vCountReg, vCountNext;
    reg vSyncReg, hSyncReg;
    wire vSyncNext, hSyncNext;
    always @(posedge clk100MHz or posedge reset)
        if (reset) begin
            vCountReg <= 0;
            hCountReg <= 0;
            vSyncReg  <= 1'b0;
            hSyncReg  <= 1'b0;
        end
        else begin
            vCountReg <= vCountNext;
            hCountReg <= hCountNext;
            vSyncReg  <= vSyncNext;
            hSyncReg  <= hSyncNext;
        end
    always @(posedge w25MHz or posedge reset)       
        if (reset)
            hCountNext = 0;
        else
            if (hCountReg == HMAX)                  
                hCountNext = 0;
            else
                hCountNext = hCountReg + 1;         
    always @(posedge w25MHz or posedge reset)
        if (reset)
            vCountNext = 0;
        else
            if (hCountReg == HMAX)                  
                if ((vCountReg == VMAX))            
                    vCountNext = 0;
                else
                    vCountNext = vCountReg + 1;
    assign hSyncNext = (hCountReg >= (HD + HB) && hCountReg <= (HD + HB + HR - 1));
    assign vSyncNext = (vCountReg >= (VD + VB) && vCountReg <= (VD + VB + VR - 1));
    assign videoOn = (hCountReg < HD) && (vCountReg < VD);  
    assign hsync = hSyncReg;
    assign vsync = vSyncReg;
    assign x = hCountReg;
    assign y = vCountReg;
    assign pTick = w25MHz;
endmodule
==> ./run.sh <==
#!/bin/bash
# OpenROAD 26Q1-2900-gdf79404cd8, Yosys 0.63+post, stock flow scripts
make -C /OpenROAD-flow-scripts/flow DESIGN_CONFIG=/design/flow/config.mk WORK_HOME=/design/flow/orfs finish
==> ./config.mk <==
export PLATFORM = sky130hd
export DESIGN_NAME = topmodule
export DESIGN_NICKNAME = topmodule
export VERILOG_FILES = /design/flow/design.v
export SDC_FILE = /design/flow/constraint.sdc
export NUM_CORES = 4
export LEC_CHECK = 1
export CORE_UTILIZATION = 30
==> ./constraint.sdc <==
current_design topmodule

set clk_period 6.5
set clk_io_pct 0.2

create_clock -name clk0 -period $clk_period [get_ports {clk100MHz}]

set non_clock_inputs [all_inputs -no_clocks]
set_input_delay [expr $clk_period * $clk_io_pct] -clock clk0 $non_clock_inputs
set_output_delay [expr $clk_period * $clk_io_pct] -clock clk0 [all_outputs]
==> run_results.csv <==
group,metric,value,unit
logic_synthesis,yosysTopAreaCellShare,15.65,%
route,drc,0,
critical_path,end_kind,"register",
route,vias,5589,
route,avgViaCountPerCell,5.099,
logic_synthesis,ys.flops,68,
logic_synthesis,area_leaders,"ha_1 16%, edfxtp_1 15%, dfxtp_1 9.9%",
die,die_x,153.4,um
sta,min_period,6.119,ns
die,die_h,153.4,um
pwr,powerDensity,74.96,nW/um^2
pwr,total_power,0.5899,mW
placed_design,io_buffers,14,
logic_synthesis,top_area_cell,"ha_1",
logic_synthesis,synth.cell_area,6877,um^2
die,fp_util,30.47,%
sta,fmax,163.4,MHz
layout,layout.area.seq,1704,um^2
logic_synthesis,ys_chip_area,6877,um^2
clock_network,cts_root_buffer,"clkbuf_16",
critical_path,cp-start-kind,"register",
clock_network,htree_num_levels,2,
placed_design,hpwl,11620,um
logic_synthesis,ys_seq_share,24.75,%
run,cap_violations,0,
route,wl_per_cell,13.70,um
logic_synthesis,yosys_warnings,9,
layout,combGateArea,4900,um^2
die,core,22570,um^2
logic_synthesis,syn_avg_cell_area,8.884,um^2
logic_synthesis,ys.flop_type,"edfxtp_1",
clock_network,cts_tree,"built",
clock_network,cts_buffer_depth,2,
critical_path,critPathKind,"register to register",
hold_path,holdCritStartpoint,"vga.r25MHz[0]",
status,status,"completed",
critical_path,worstReg2RegStart,"vga.hCountReg[2]",
sta,drv_slew,0,
logic_synthesis,ys_top_cells_by_count,"86 x ha_1, 60 x inv_1, 59 x a21oi_1",
route,drt-total-wl,15020,um
placed_design,gp_congestion,0.8626,
global_routing,grt_max_degree,23,
route,postRouteAntennaNets,0,
route,drt_first_iter_violations,291,
sta,fin_skew,0.005623,ns
logic_synthesis,synth_cell_types,90,
route,drt_pass1_iterations,5,
pwr,leakage,3.149,nW
critical_path,r2r_setup_slack,0.38,ns
critical_path,required,6.54,ns
sta,period_used_share,94.14,%
global_routing,gr-total-overflow,0,
layout,drive_above_1_share,15.66,%
clock_network,worstSkewPairLatency,0.29,ns
clock_network,cts_made_buffers,5,
hold_path,min_path_type,"register to register",
sta,worst_slew_pin_slew,0.5608,ns
sta,maxSlewHeadroom,61.64,%
critical_path,slowest_stage,"or4_4",
sta,hold_ws,0.3899,ns
critical_path,crit_arrival,6.16,ns
clock_network,ctsHoldBuffers,0,
sta,untimed_endpoints,50,
logic_synthesis,yosys_cells,774,
critical_path,slowest_delay,0.51,ns
logic_synthesis,edf_count,34,
pwr,irDropWorstVdd,0.08006,mV
layout,area_growth,14.45,%
critical_path,crit_start,"vga.hCountReg[2]",
hold_path,min_path_cells,1,
route,antenna_cells,0,
critical_path,regToRegEndpoint,"rgbReg[10]",
global_routing,grt_antenna_before_repair,0,
global_routing,first_global_vias,5167,
logic_synthesis,top_cell,"ha_1",
logic_synthesis,async_flop_share,0,%
sta,setup_viol,0,
clock_network,clk_pin_slew,0.07,ns
sta,finalSetupTns,0,ns
run,tool_warnings,55,
critical_path,path_common_cell,"inv_1",
critical_path,worstRegToRegCells,31,
die,io_pins,20,
global_routing,grt_use_total,13.24,%
critical_path,crit_fanout,7,
logic_synthesis,syn_inst,774,
global_routing,grt_first_pass_wirelength,25760,um
hold_path,hold_end,"vga.r25MHz[0]",
sta,hold_violations,0,
layout,nFillCells,2306,
die,die_area,23530,um^2
sta,unclocked_regs,20,
die,num_rows,55,
==> layer usage <==
layer / global-route usage, % / wire length (um) / vias up
li1: - / - / 2900
met1: 20.94 / 7876 / 2617
met2: 20.87 / 6719 / 67
met3: 1.098 / 325 / 5
met4: 0.8095 / 92 / 0
met5: 0 / 0 / -
==> worst max-delay path by stage <==
stage | slack [ns] | to | cells after the start
finish | 0.38 | rgbReg[10] | 31
CTS | 0.07 | rgbReg[10] | 29
global route | -0.006 | rgbReg[6] | 31
==> where the power goes <==
group | internal, mW | switching, mW | total, mW
Clock | 0.143 | 0.123 | 0.265
Combinational | 0.00413 | 0.00451 | 0.00864
Sequential | 0.315 | 0.000568 | 0.316
==> logic make-up after synthesis <==
| group | synth area share [%] |
|---|---|
| AND-OR/OR-AND | 21.60 |
| adder cells (fa/ha/maj) | 17.39 |
| flip-flops | 24.75 |
| other | 0.1092 |
| XOR/XNOR | 10.83 |
| AND/OR/NAND/NOR | 17.05 |
| multiplexers | 1.692 |
| buffers and inverters | 6.586 |
==> cell type report <==
type | count | share of cell area [%]
inverter | 67 | 3.196
tap | 285 | 4.531
sequential | 68 | 21.65
clock buffer | 6 | 1.638
clock inverter | 2 | 0.1590
multi-input combinational | 606 | 62.26
timing repair buffer | 62 | 6.566
==> layout by cell type (no fill, tap or decap), drive strengths merged, types with 14 or more instances in the layout <==
cell	netlist	final
a21oi	62	62
xor2	21	21
nand3	35	35
inv	66	66
o21ai	35	35
xnor2	55	55
clkdlybuf4s50	0	14
nand2	36	36
nor2	48	48
o211ai	16	16
nor3	17	17
ha	86	86
dfxtp	34	34
edfxtp	34	34
nor4	14	14
a21o	15	15
buf	24	48
==> registers in the layout, indices dropped and copies added, names as in the netlist <==
name                      flops
vga.vCountReg                10
vga.hCountNext               10
vga.r25MHz                    2
vga.hCountReg                10
vga.vSyncReg                  1
pg.ballYDeltaRegister         1
rgbReg                        2
vga.vCountNext               10
pg.ballYPositionRegister     10
pg.ballXPositionRegister     10
vga.hSyncReg                  1
pg.ballXDeltaRegister         1
==> worst max-delay path: cells and delay by family (launching register included) <==
| kind | cells | cell delay (ns) |
|---|---|---|
| xor gates and xnor gates | 4 | 0.68 |
| muxes | 1 | 0.11 |
| buffers and inverters | 5 | 0.37 |
| AOI/OAI and AO/OA | 9 | 1.76 |
| adders and majority gates | 6 | 1.29 |
| DFF | 1 | 0.35 |
| and+or+nand+nor | 6 | 1.30 |
==> per-stage QoR <==
step	instance area, um^2	instances	worst slack [ns]	util [%]
after floorplan	6877	774	0.2561	-
after global placement	7502	1081	0.1557	33.24
after detailed placement	7502	1081	0.1110	33.24
after CTS	7644	1089	0.06540	33.86
after global routing	7870	1096	-0.006465	34.87
final	7870	1096	0.3811	34.87
==> repair_timing <==
| action | in CTS | in global routing |
|---|---|---|
| gates resized | 0 | 31 |
| endpoints found under the hold margin | 0 | 0 |
| setup buffers | 0 | 7 |
| setup endpoints to repair | 0 | 2 |
Power figures rest on the tool's default switching activity, not on a simulated workload.
